==> flow/design.v <==
module pwm#(
            parameter DATA_WIDTH = 8
           )(
            input wire clk,
            input wire rst,
            output wire out,
            input wire [DATA_WIDTH - 1:0] ccr,  
            input wire [DATA_WIDTH - 1:0] psc,  
            input wire [DATA_WIDTH - 1:0] top,  
            input wire [7:0] pwm_cf_reg,  
            output wire overflow_flag_out
           );
  localparam T = 1'b1;
  localparam F = 1'b0;
  reg pwm_en;
  reg pwm_mode;
  reg pwm_inv;
  reg [4:0] reserved;
  reg overflow_flag = 'd0;
  reg [DATA_WIDTH - 1:0] cnt = 'b0;
  reg [DATA_WIDTH - 1:0] psc_cnt = 'b0;
  always @(posedge clk or posedge rst) begin
    if (rst) begin
      pwm_en <= 1'b0;
      pwm_mode <= 1'b0;
      pwm_inv <= 1'b0;
      reserved <= 5'b0;
    end else begin
      pwm_en <= pwm_cf_reg[0];  
      pwm_mode <= pwm_cf_reg[1];  
      pwm_inv <= pwm_cf_reg[2];  
      reserved <= pwm_cf_reg[7:3];  
    end
  end
  always @(posedge clk or posedge rst) begin
    if (rst) begin
      psc_cnt <= 'b0;
    end else if (pwm_en) begin
      if(psc_cnt < psc) begin
        psc_cnt <= psc_cnt + 1;
      end else begin
        psc_cnt <= 'b0;
        if (pwm_mode == 1'b0) begin
          if (cnt < top) begin
            cnt <= cnt + 1;
            overflow_flag <= 1'b0;  
          end else begin
            cnt <= 'b0;
            overflow_flag <= 1'b1;  
          end
        end else begin
          if (cnt > 'b0) begin
            cnt <= cnt - 1;
            overflow_flag <= 1'b0;  
          end else begin
            cnt <= top;
            overflow_flag <= 1'b1;  
          end
        end
      end
    end
  end
  assign out = (cnt < ccr) ? pwm_inv : ~pwm_inv;
  assign overflow_flag_out = overflow_flag;
endmodule
==> flow/run.sh <==
#!/bin/bash
# OpenROAD 26Q1-2900-gdf79404cd8, Yosys 0.63+post, stock flow scripts
make -C /OpenROAD-flow-scripts/flow DESIGN_CONFIG=/design/flow/config.mk WORK_HOME=/design/flow/orfs finish
==> flow/config.mk <==
export PLATFORM = sky130hd
export DESIGN_NAME = pwm
export DESIGN_NICKNAME = pwm
export VERILOG_FILES = /design/flow/design.v
export SDC_FILE = /design/flow/constraint.sdc
export NUM_CORES = 4
export LEC_CHECK = 1
export CORE_AREA = 10 10 99 99
export DIE_AREA = 0 0 109 109
==> flow/constraint.sdc <==
current_design pwm

set clk_period 4.7
set clk_io_pct 0.2

create_clock -name clk0 -period $clk_period [get_ports {clk}]

set non_clock_inputs [all_inputs -no_clocks]
set_input_delay [expr $clk_period * $clk_io_pct] -clock clk0 $non_clock_inputs
set_output_delay [expr $clk_period * $clk_io_pct] -clock clk0 [all_outputs]
==> PnR_summary.wiki <==
== Implementation results ==
{| class="wikitable"
! Metric !! Value
|-
| Most instantiated logic cells after routing || sky130_fd_sc_hd__clkdlybuf4s50_1 (30), sky130_fd_sc_hd__inv_1 (27), sky130_fd_sc_hd__ha_1 (25), sky130_fd_sc_hd__nand2_1 (14), sky130_fd_sc_hd__nor2_1 (13)
|-
| Post-synthesis register bit count || 20
|-
| Number of nets with antenna violations after routing || 0
|-
| H-Tree Level Count || 1
|-
| Final count of negative-setup-slack endpoints || 0
|-
| Worst Setup End Kind || primary output
|-
| Average cell area after synthesis || a little under 9 um^2
|-
| Residual DRC || 0
|-
| Slew HR || 52.09%
|-
| Total power density per cell area || approximately 300 nW/um^2
|-
| N_diodes || 0
|-
| Wire length of the first global-routing pass || ~6200 um
|-
| Hold Vio Cnt, Final || 0
|-
| Post-synthesis simple-gate area fraction || between 10% and 20%
|-
| Dominant combinational family || adder cells
|-
| Max-cap violation count || 0
|-
| Final routed wire length divided by cell count || around 12 um
|-
| Crit path DRT || around 3800 ps
|-
| Achievable Freq || about 270 MHz
|-
| CTS tree || done
|-
| Area growth from synthesis to layout || 26.42%
|-
| Distinct lib cells || 40
|-
| Number of warnings in the stage logs || 32
|-
| Via count of the first global-routing pass || 1286
|-
| Floorplan die area || ~12000 um^2
|-
| CORE AREA || 7727 um^2
|-
| Static power due to leakage || 0.9597 nW
|-
| Post-CTS Resized || 0
|-
| Die W || around 110 um
|-
| Clock skew after layout || about 2.4 ps
|-
| Gate count of the mapped netlist || 191
|-
| Count of buffers added by post-CTS timing repair for setup || 0
|-
| Delay-heaviest family, CP || buffers and inverters
|-
| Number of pins with negative max-slew slack in the final report || 0
|-
| Highest ir drop seen on vdd || about 0.089 mV
|-
| Synth Area in Compound Gates || 15.38%
|-
| Via total after detailed routing || 1359
|-
| Pin count of the biggest net entering global routing || 13
|-
| Clock Latency Late Sink || 260 ps
|-
| GRT overflow || 0
|-
| Routed length on met3 || 257 um
|-
| Number of top-level pins || 36
|-
| Startpoint Class || input pin
|-
| Most frequently placed logic cell in the final layout || sky130_fd_sc_hd__clkdlybuf4s50_1
|-
| Async set or reset register ratio after synthesis || a little under three fifths
|-
| RSZ-0062 raised after global routing || no
|-
| Sum Neg Setup Slack || 0 ps
|-
| Count of clock tree sinks || 20
|-
| Min Clock Period, post-route || approximately 3800 ps
|-
| Post-synth design cell area || ~1700 um^2
|-
| WP data arrival || roughly 2800 ps
|-
| Routed wire length || around 3700 um
|-
| Tightest Hold Check Type || register to register
|-
| Height of the die || between 100 and 150 um
|-
| Core Rows || 32
|-
| Area of the synthesized netlist per yosys stat || roughly 1700 um^2
|-
| Violation count after the first detailed-routing iteration || 55
|-
| Max Root-Sink Buffers || 2
|-
| Min-Delay Startpoint || psc_cnt[7]
|-
| Flip-flops with a built-in enable || 9
|-
| Standard cell area after detailed placement || around 2100 um^2
|-
| Worst reg2reg path startpoint || cnt[3]
|-
| Synthesis Warnings || 1
|-
| Core Util at FP || ~22%
|-
| Number of buffers created by CTS || 3
|-
| Top_reg_cell synth || sky130_fd_sc_hd__dfrtp_1
|-
| Clk pin slew, worst setup/hold paths || approximately 80 ps
|-
| Overall global routing resource usage || 6.290%
|-
| Largest stage delay, worst path || 480 ps
|-
| Synth mux share || under 10%
|-
| Routed via count divided by cell count || between 4 and 5
|-
| Highest metal layer with signal wires || met4
|-
| Final period utilization || 79.85%
|-
| CP cell instances || clkdlybuf4s50_1 -> inv_1 -> ha_1 -> a21oi_1 -> o21ai_0 -> a21oi_1 -> xnor2_1 -> clkdlybuf4s50_1
|-
| Port bufs || 30
|-
| Antenna violations before repair || 0
|-
| Share of cells above drive strength 1 || between 4 and 5%
|-
| Parity-gate share of the synthesized area counting xor and xnor cells || around 7.7%
|-
| Part of the Yosys area used for sequential elements || 32.08%
|-
| Count of buffer and inverter cells on the critical path || 3
|-
| Count of hold buffers inserted by post-cts repair || 0
|-
| Routed met2 length || 1667 um
|-
| Adder share || 18.40%
|-
| Tightest Pin Transition || ~710 ps
|-
| Max Fanout on Critical Path || 2
|-
| Result of the run || completed
|-
| Number of cells in Yosys stat || roughly 190
|-
| Cell area after layout || 2150 um^2
|-
| Hold Worst Slack || between 500 and 600 ps
|-
| CP startpoint || ccr[3]
|-
| Routed length on met1 || approximately 1800 um
|-
| Slowest stage cell on the critical path || sky130_fd_sc_hd__clkdlybuf4s50_1
|-
| Critical Setup Path Class || input pin to primary output
|-
| Number of detailed-route iterations in the first pass || 4
|-
| Placer Congestion || about 0.84
|-
| HPWL Detailed || around 2900 um
|-
| Root Driver || sky130_fd_sc_hd__clkbuf_8
|}
kinds of logic after synthesis:
| family | after synthesis |
|---|---|
| AOI/OAI and AO/OA | 40 |
| xor gates and xnor gates | 15 |
| adders and majority gates | 25 |
| buffers and inverters | 34 |
| DFF | 20 |
| muxes | 3 |
| and+or+nand+nor | 54 |
routing by layer:
layer / vias up / track usage [%]
met5: - / 0
met2: 19 / 9.683
li1: 718 / -
met4: 0 / 1.130
met3: 4 / 1.732
met1: 618 / 8.762
power by group:
group	leakage, nW	total [mW]	switching, mW	internal [mW]
Clock	0.0339	0.157	0.0644	0.0924
Sequential	0.218	0.275	0.0507	0.225
Combinational	0.708	0.213	0.0978	0.115
Total	0.960	0.645	0.213	0.432
layout make-up:
type                            instances  area (um^2)
Timing Repair Buffer                   30        300.3
Clock buffer                            4        66.31
Sequential cell                        20        545.5
Inverter                               27        101.3
Fill cell                             802         5578
Tap cell                              102        127.6
Multi-Input combinational cell        137         1008
Yosys cell counts (4+ instances only):
master / number / share of area (%)
sky130_fd_sc_hd__clkbuf_1: 4 / 0.88
sky130_fd_sc_hd__o21ai_0: 8 / 2.4
sky130_fd_sc_hd__xnor2_1: 8 / 4.1
sky130_fd_sc_hd__a21oi_1: 7 / 2.1
sky130_fd_sc_hd__nand2_1: 14 / 3.1
sky130_fd_sc_hd__xor2_1: 7 / 3.6
sky130_fd_sc_hd__edfxtp_1: 9 / 16
sky130_fd_sc_hd__nor3_1: 5 / 1.5
sky130_fd_sc_hd__ha_1: 25 / 18
sky130_fd_sc_hd__nand3_1: 8 / 2.4
sky130_fd_sc_hd__inv_1: 27 / 6.0
sky130_fd_sc_hd__dfrtp_1: 11 / 16
sky130_fd_sc_hd__nor2_1: 13 / 2.9
sky130_fd_sc_hd__o211ai_1: 5 / 2.2
path summary, 6_finish.rpt:
| path | slack [ps] | cells past startpoint | to |
|---|---|---|---|
| max | 950 | 8 | out |
| min | 570 | 2 | psc_cnt[7] |
| max reg2reg | 2280 | 6 | cnt[0] |
| min reg2reg | 570 | 2 | psc_cnt[7] |
| max in group asynchronous | 3440 | 2 | psc_cnt[5] |
| min in group asynchronous | 970 | 2 | psc_cnt[7] |
worst min-delay path, cell delays in order (launching register included):
cell and delay (ps):
sky130_fd_sc_hd__dfrtp_1 380, sky130_fd_sc_hd__xor2_1 70, sky130_fd_sc_hd__nor2_1 80
stage by stage:
stage	worst slack, ps	cells	power (mW)	util [%]
3_5_place_dp	944.9	316	0.4966	26.96
5_1_grt	798.6	320	0.6995	27.82
3_3_place_gp	935.8	316	0.4893	26.96
4_1_cts	928.4	320	0.6568	27.82
2_1_floorplan	2056	191	0.4257	-
6_report	947.1	320	0.6454	27.82
flip-flops by register name (all words and copies together) (netlist names):
register       flops
cnt                8
pwm_en             1
psc_cnt            8
pwm_inv            1
overflow_flag      1
pwm_mode           1
No activity file was given, so power comes from the tool's default toggle rates.
