## design/flow/run.sh

```bash
#!/bin/bash
# OpenROAD 26Q1-2900-gdf79404cd8, Yosys 0.63+post, stock flow scripts
make -C /OpenROAD-flow-scripts/flow DESIGN_CONFIG=/design/flow/config.mk WORK_HOME=/design/flow/orfs finish
```

## design/flow/config.mk

```make
export PLATFORM = sky130hd
export DESIGN_NAME = fifo
export DESIGN_NICKNAME = fifo
export VERILOG_FILES = /design/flow/design.v
export SDC_FILE = /design/flow/constraint.sdc
export NUM_CORES = 4
export LEC_CHECK = 1
export CORE_UTILIZATION = 40
```

## design/flow/constraint.sdc

```tcl
current_design fifo

set clk_period 10.3
set clk_io_pct 0.2

create_clock -name clk0 -period $clk_period [get_ports {clk}]

set non_clock_inputs [all_inputs -no_clocks]
set_input_delay [expr $clk_period * $clk_io_pct] -clock clk0 $non_clock_inputs
set_output_delay [expr $clk_period * $clk_io_pct] -clock clk0 [all_outputs]
```

## design/flow/design.v

```verilog
module fifo #(parameter DATA_WIDTH = 8, parameter FIFO_DEPTH = 16)
(
    input wire clk,               
    input wire rst_n,             
    input wire wr_en,             
    input wire rd_en,             
    input wire [DATA_WIDTH-1:0] wr_data,  
    output reg [DATA_WIDTH-1:0] rd_data,  
    output wire full,             
    output wire empty             
);
    reg [DATA_WIDTH-1:0] fifo_mem [FIFO_DEPTH-1:0];  
    reg [$clog2(FIFO_DEPTH)-1:0] rd_ptr;   
    reg [$clog2(FIFO_DEPTH)-1:0] wr_ptr;   
    reg [FIFO_DEPTH:0] fifo_count;         
    always @(posedge clk or negedge rst_n) begin
        if (!rst_n) begin
            wr_ptr <= 0;
        end else if (wr_en && !full) begin
            fifo_mem[wr_ptr] <= wr_data;
            wr_ptr <= wr_ptr + 1;
        end
    end
    always @(posedge clk or negedge rst_n) begin
        if (!rst_n) begin
            rd_ptr <= 0;
        end else if (rd_en && !empty) begin
            rd_data <= fifo_mem[rd_ptr];
            rd_ptr <= rd_ptr + 1;
        end
    end
    always @(posedge clk or negedge rst_n) begin
        if (!rst_n) begin
            fifo_count <= 0;
        end else if (wr_en && !rd_en && !full) begin
            fifo_count <= fifo_count + 1;
        end else if (!wr_en && rd_en && !empty) begin
            fifo_count <= fifo_count - 1;
        end
    end
    assign full = (fifo_count == FIFO_DEPTH);
    assign empty = (fifo_count == 0);
endmodule
```

==> Changelog: implementation <==
## Flow update

- Post-layout util: 47.5%
- Routed Antenna Nets: 0
- Placement Rows: 48
- Die Size: 0.0184 sq mm
- Crit path DRT: 10.61 ns
- First-pass GRT wire length: 24400 um
- RSZ-0062 raised after global routing: false
- Yosys warning total: 2
- Clock sinks: 161
- Fmax: 213 MHz
- Log Warnings: 31
- Via count: 4482
- Slew HR: 38.9%
- Yosys chip area: 0.00713 sq mm
- Die width: 135 um
- Layout cells sized above 1: 12.6%
- CP Max Fanout: 18
- Flop2flop setup slack: 6.36 ns
- Hold Crit Class: reg -> reg
- Pwr/cell area: 285 mW/mm^2
- Post-DP HPWL: 9980 um
- Post-Route WL: 15400 um
- Clk root buf: clkbuf_16
- Leak pwr: 0.00286 uW
- First DRT Iteration DRCs: 316
- Setup TNS: 0 ns
- Synth Instances: 526
- Post-CTS Setup Bufs: 0
- CP startpoint: wr_en
- MaxCap Viol Count: 0
- Synthesized cell area: 0.00713 sq mm
- Wire per inst: 19.4 um
- Crit path cell chain: clkdlybuf4s50_1, nor2b_1, o21ai_2, ha_1, a21o_1, a31o_1, o221a_1, a211oi_2, mux2_2, xor2_1
- Worst Setup EP: fifo_count[16]$_DFFE_PN0P_
- Post-synth EDFFs: 136
- Yosys top cell by area: edfxtp_1
- Clock Path Buffers: 2
- #FFs+latches synth: 161
- Reg clk slew, reported paths: 0.06 ns
- Worst Path Buf+Inv: 1
- Critical path's top delay family: AND-OR/OR-AND gates
- Tcrit/Tclk final: 45.6%
- Worst-margin pin slew: 0.917 ns
- Main synth FF type: edfxtp_1
- RR Endpoint: fifo_count[16]$_DFFE_PN0P_
- Status: complete, no violations
- Max VDD drop: 0.133 mV
- Slowest stage delay, CP: 0.57 ns
- Register share after synthesis: 66.1%
- Vias/cell: 5.62
- Largest net degree at the start of global routing: 42
- Slew Limit Fails: 0
- Die Height: 135 um
- Vias in the first global route: 4325
- CTS Buf Count: 17
- Synth top cells by count: edfxtp_1, nor2_1, a21oi_1
- Boundary Pins: 22
- Crit path DAT: 5.00 ns
- Main area contributors: edfxtp_1, dfrtp_1, ha_1
- Worst R2R Path Depth: 10
- Worst Skew: 0.00571 ns
- Synthesized area per cell: 13.5 sq um
- CORE AREA: 0.0174 sq mm
- N_diodes: 0
- Cell Type Count: 62
- Overall global routing resource usage: 19.1%
- Worst setup EP type: flip-flop
- Gpl congestion: 0.834
- Overflow left after global routing: 0
- Yosys cell count: 526
- # port buffers: 21
- R2R Path Start: fifo_count[13]$_DFFE_PN0P_
- Worst path slowest cell: clkdlybuf4s50_1
- Final Hold Viols: 0
- H-Tree Depth: 4
- # resized after CTS: 0
- Synth-to-layout area growth: 15.7%
- DRC viols: 0
- 1st-pass router iterations: 5
- Skew-Pair Late Insertion Delay: 0.42 ns
- Yosys top cell by instances: edfxtp_1
- Critical path class: in -> reg
- Hold Buf Count CTS: 0
- Fraction of registers with async set/reset: 15.5%
- Initial antenna violation count: 0
- Dominant cell area share: 57.3%
- FP Core Util: 41.1%
- Final setup violation count: 0
- CTS tree: built
- Final worst path period need: 4.69 ns
- Stages on the worst setup path: 10
- CP Launch Type: primary input
kinds of logic after synthesis:
kind of cell	after synthesis	synth area share [%]
flip-flops	161	66.1
AND-OR/OR-AND	145	14.5
AND/OR/NAND/NOR	119	7.67
buffers and inverters	43	2.48
adder cells (fa/ha/maj)	24	4.32
XOR/XNOR	17	2.09
multiplexers	17	2.90
final cells by class:
cell class	count	area, sq um
fill	1471	9110
sequential	161	4710
multi-input combinational	322	2240
clock buffer	17	425
timing repair buffer	44	383
tap	225	282
clock inverter	15	155
inverter	14	52.6
state kept, by name, indices dropped and copies added (netlist names):
name        cells
fifo_mem      128
wr_ptr          4
fifo_count     17
rd_ptr          4
rd_data         8
worst register-to-register path, cell delays in order, from the launching register on:
cell	delay [ns]
dfrtp_1	0.40
nor4_1	0.53
nand4_2	0.26
o21ai_2	0.77
ha_1	0.45
a21o_1	0.20
a31o_1	0.22
o221a_1	0.24
a211oi_2	0.24
mux2_2	0.37
xor2_1	0.14
power by group:
part,switching (uW),leakage [uW],internal (uW)
sequential,65.5,0.00152,808
clock,256,0.000283,359
combinational,515,0.00106,346
total,837,0.00286,1510
worst min path at each step:
stage                          start                          to  cells past startpoint
5_1_grt   fifo_count[16]$_DFFE_PN0P_  fifo_count[16]$_DFFE_PN0P_                      1
6_report  fifo_count[16]$_DFFE_PN0P_  fifo_count[16]$_DFFE_PN0P_                      1
4_1_cts   fifo_count[16]$_DFFE_PN0P_  fifo_count[16]$_DFFE_PN0P_                      1
placed cells by master (no fill, tap or decap), types with 11 or more instances in the layout:
cell,count
edfxtp_1,136
ha_1,23
a22oi_1,15
nor2_1,44
clkdlybuf4s50_1,21
inv_1,13
nand3_1,18
o21ai_1,11
clkbuf_16,17
a21oi_1,33
nand2_1,30
a222oi_1,11
o21ai_0,15
dfrtp_1,25
buf_4,23
per-stage QoR:
step,area [sq um],hold slack [ns],setup WS [ns],total power (uW),instances
after detailed placement,7670,0.477,5.20,1750,766
after global placement,7670,0.474,5.27,1750,766
after CTS,8250,0.491,5.62,2370,798
after floorplan,7130,0.462,6.07,1500,526
after global routing,8250,0.513,5.45,2510,798
final,8250,0.488,5.61,2350,798
layer usage:
| layer | routed length (um) | track usage [%] | vias to the layer above |
|---|---|---|---|
| li1 | - | - | 2116 |
| met1 | 6530 | 29.6 | 2138 |
| met4 | 164 | 1.75 | 2 |
| met3 | 1590 | 8.63 | 15 |
| met5 | 36 | 1.67 | - |
| met2 | 7120 | 27.4 | 211 |
Power is estimated from default activity; no workload was simulated.
